### design/flow/run.sh
#!/bin/bash
# OpenROAD 26Q1-2900-gdf79404cd8, Yosys 0.63+post, stock flow scripts
make -C /OpenROAD-flow-scripts/flow DESIGN_CONFIG=/design/flow/config.mk WORK_HOME=/design/flow/orfs finish
### design/flow/config.mk
export PLATFORM = sky130hd
export DESIGN_NAME = Simple4BitCPU
export DESIGN_NICKNAME = Simple4BitCPU
export VERILOG_FILES = /design/flow/design.v
export SDC_FILE = /design/flow/constraint.sdc
export NUM_CORES = 4
export LEC_CHECK = 1
export CORE_AREA = 10 10 105 105
export DIE_AREA = 0 0 115 115
### design/flow/constraint.sdc
current_design Simple4BitCPU

set clk_period 3.7
set clk_io_pct 0.2

create_clock -name clk0 -period $clk_period [get_ports {clk}]

set non_clock_inputs [all_inputs -no_clocks]
set_input_delay [expr $clk_period * $clk_io_pct] -clock clk0 $non_clock_inputs
set_output_delay [expr $clk_period * $clk_io_pct] -clock clk0 [all_outputs]
### design/flow/design.v
module ControlUnit (
    input [7:0] instr,
    output reg [2:0] opcode,
    output reg [1:0] src1,
    output reg [1:0] src2,
    output reg [1:0] dest,
    output reg reg_write,
    output reg alu_src_imm,
    output reg jump,
    output reg halt
);
    always @(*) begin
        opcode = instr[7:5];
        src1 = instr[3:2];
        src2 = instr[1:0];
        dest = instr[3:2];   
        reg_write = 0;
        alu_src_imm = 0;
        jump = 0;
        halt = 0;
        case (opcode)
            3'b000: begin  
                reg_write = 1;
                alu_src_imm = 1;   
            end
            3'b001: reg_write = 1;  
            3'b010: reg_write = 1;  
            3'b111: halt = 1;       
            default: begin
                reg_write = 0;
                alu_src_imm = 0;
                halt = 0;
            end
        endcase
    end
endmodule
module InstructionMemory (
    input [3:0] address,
    output [7:0] instruction
);
    reg [7:0] memory[0:15];
    initial begin
        memory[0] = 8'b00000011;  
        memory[1] = 8'b00010101;  
        memory[2] = 8'b00101000;  
        memory[3] = 8'b11100000;  
    end
    assign instruction = memory[address];
endmodule
module ProgramCounter (
    input clk,
    input reset,
    input [3:0] new_pc,
    input jump,
    output reg [3:0] pc
);
    always @(posedge clk or posedge reset) begin
        if (reset)
            pc <= 0;
        else if (jump)
            pc <= new_pc;
        else
            pc <= pc + 1;
    end
endmodule
module RegisterFile (
    input clk,
    input we,
    input [1:0] waddr,
    input [3:0] wdata,
    input [1:0] raddr1,
    input [1:0] raddr2,
    output [3:0] rdata1,
    output [3:0] rdata2,
    output [3:0] R0, R1, R2, R3
);
    reg [3:0] regs[3:0];
    always @(posedge clk) begin
        if (we)
            regs[waddr] <= wdata;
    end
    assign rdata1 = regs[raddr1];
    assign rdata2 = regs[raddr2];
    assign R0 = regs[0];
    assign R1 = regs[1];
    assign R2 = regs[2];
    assign R3 = regs[3];
endmodule
module Simple4BitCPU (
    input clk,
    input reset,
    output [3:0] R0, R1, R2, R3,
    output [3:0] pc,
    output [7:0] instr,
    output halt
);
    wire [2:0] opcode;
    wire [1:0] src1, src2, dest;
    wire reg_write, alu_src_imm, jump;
    wire [3:0] reg_data1, reg_data2, operandB, alu_result;
    wire zero;
    ProgramCounter PC (
        .clk(clk),
        .reset(reset),
        .new_pc(instr[3:0]),
        .jump(jump),
        .pc(pc)
    );
    InstructionMemory IM (
        .address(pc),
        .instruction(instr)
    );
    ControlUnit CU (
        .instr(instr),
        .opcode(opcode),
        .src1(src1),
        .src2(src2),
        .dest(dest),
        .reg_write(reg_write),
        .alu_src_imm(alu_src_imm),
        .jump(jump),
        .halt(halt)
    );
    RegisterFile RF (
        .clk(clk),
        .we(reg_write),
        .waddr(dest),
        .wdata(alu_result),
        .raddr1(src1),
        .raddr2(src2),
        .rdata1(reg_data1),
        .rdata2(reg_data2),
        .R0(R0),
        .R1(R1),
        .R2(R2),
        .R3(R3)
    );
    assign operandB = alu_src_imm ? instr[3:0] : reg_data2;
    ALU ALU1 (
        .A(reg_data1),
        .B(operandB),
        .opcode(opcode),
        .result(alu_result),
        .zero(zero)
    );
endmodule
module ALU(
    input [3:0] A,
    input [3:0] B,
    input [2:0] opcode,
    output reg [3:0] result,
    output zero
);
    always @(*) begin
        case (opcode)
            3'b000: result = B;         
            3'b001: result = A + B;     
            3'b010: result = A - B;     
            default: result = 4'b0000;
        endcase
    end
    assign zero = (result == 4'b0000);
endmodule
==> run summary <==
Observations from the implementation run.

Synth:
- In this run, distinct cell masters in the synthesized netlist total 26.
- The run gives the synthesis area per yosys as 1160 um2.
- The run gives the predominant post-synthesis flop cell as edfxtp_1.
- The run puts the post-synthesis register bit count at 20.
- The run gives the post-synthesis instance area as 1160 um2.
- The run puts the area share of the largest cell type after synthesis at 0.413.
- The run gives the average instance area after synthesis as 13.4 um2.
- The run puts the number of flops mapped to enable cells by yosys at 16.
- Yosys printed 5 warnings.
- The run gives the gate count after technology mapping as around 87.
- The run puts the fraction of registers with async set or reset after synthesis at 0.200.
- Sorting the Yosys area breakdown by cell type puts at the top edfxtp_1.
- The run gives the number of standard cells reported by yosys as 87.
- The run puts the portion of the post-synthesis area used by sequential elements at 0.499.
- In the post-synthesis netlist, the biggest area contributors are edfxtp_1 41%, ha_1 12%, dfrtp_1 8.6%, mux4_1 6.8%, mux2i_1 5.2%.

Power:
- The run puts the proportion of power drawn by flip-flops and latches at 0.520.
- The run gives the switching component of the power as 0.0754 mW.
- The run puts the power per cell area at 278 nW/um2.
- The run gives the overall power consumption as about 0.46 mW.
- The power report lists cell-internal power as just under 0.4 mW.
- Of the total power, the share spent switching nets is 0.164.
- The run gives the relative contribution of combinational cells to total power as 0.004.
- The share of total power dissipated in the clock network is 0.475.
- The run puts the highest ir drop seen on vdd at 0.138 mV.
- The run gives the standby leakage power as 0.612 nW.

Job:
- The run puts the number of warning messages in the logs at 31.
- The run puts the max-capacitance violation count at 0.

Timing:
- The run puts the maximum clock frequency at 0.299 GHz.
- For the pin with the worst max-slew slack, the measured transition is ~0.44 ns.
- The run gives the fraction of the cycle the final worst path needs as 0.904.
- The run gives the final number of hold-violating endpoints as 0.
- The run puts the post-layout worst setup margin at approximately 0.36 ns.
- The final timing report derives a shortest allowable period of roughly 3.3 ns.
- Setup repair after global routing left no endpoint under its margin.
- The run gives the number of pins with negative max-slew slack in the final report as 0.
- In the final run the clock tree shows a worst skew of 0.00468 ns.
- In the final report, the number of endpoints failing setup comes to 0.
- The run gives the aggregate negative setup slack as 0 ns.
- The worst-case max-slew headroom was logged as 0.705.

Die:
- The run gives the chip height as 115 um.
- The run puts the number of rows in the core area at 34.
- The run gives the chip footprint as approximately 13000 um2.
- At the floorplan stage, the core utilization is reported as 0.133.
- The run gives the area of the core as ~9000 um2.
- The run gives the horizontal die size as 115 um.
- In this run the count of I/O pins placed on the die edge is 31.

Global route:
- The global route stage reports its total congestion overflow as 0.
- The run puts the global-route wire length before repair at 4600 um.
- Across every metal layer, demand over resource in global routing totals 0.0438.
- The run gives the maximum number of pins on one net before global-route repair as 13.
- The run gives the number of global-route vias before repair as ~850.
- The initial antenna violation count was 0.

CTS:
- As reported, the later end of the worst-skew pair has a clock insertion delay of between 0.2 and 0.3 ns.
- The run puts the clock-pin slew of the registers on the worst-case setup and hold paths at 0.07 ns.
- The run gives the CTS tree as done.
- The run gives the number of buffers between clock root and the deepest sink as 2.
- The run gives the number of H-tree levels as 1.
- The run puts the total CTS buffers at 3.
- The tree is rooted in a clkbuf_8.
- The clock tree has to reach 20 sinks.

Place:
- The run gives the routability congestion estimate from global placement as 0.845.
- Detailed placement finished with a half-perimeter wire length of 2370 um.
- The run puts the post-placement cell area at about 1600 um2.
- The run puts the worst slack at placement at 0.281 ns.
- The run gives the number of buffers added on ports as 30.
- The run gives the number of cells after detailed placement as 222.

Detailed routing:
- The detailed router finished its first iteration with 19 violations.
- Antenna repair during routing inserted a diode count of 0.
- The run gives the detail-routed net length per standard cell as roughly 13 um.
- Per the detail_route report, the via count comes to 765.
- The run gives the via density per instance as ~3.4.
- The run puts the number of optimization iterations in the first detailed-route pass at 5.
- The run gives the number of design rule violations left after detail routing as 0.
- In this run the remaining antenna-violating nets after routing total 0.
- The detailed router reported a total wirelength of 2960 um.

Layout:
- Of the cells placed in the final design, the portion with a size suffix greater than 1 is 0.0932.
- The run puts the total non-filler cell area in the finished layout at 1660 um2.
- The run gives the growth of design area from synthesis to finish as 42.4%.
- The run gives the final cell count without fillers as 226.
- The run gives the number of filler instances in the final layout as 967.

Critical path:
- The critical path in this run is classified as flop to flop.
- The number of cells on the worst reg-to-reg path is 12.
- The run gives the startpoint type of the worst setup path as a flop.
- The run gives the highest net fanout along the worst path as 7.
- The run gives the nature of the critical path endpoint as a flop.
- The run puts the required time at the worst-slack endpoint at between 3 and 4 ns.
- The arrival time of data at the worst endpoint is listed as 3.37 ns.

Worst hold path:
- The worst hold path belongs to the class flop to flop.
- The run gives the worst hold path depth as 1.

Outcome:
- The run finished with clean final reports.
[layout make-up]
class	instances	area, um2	share of cell area
timing repair buffer	33	323	0.195
inverter	10	37.5	0.0227
clock inverter	1	30.0	0.0181
clock buffer	3	41.3	0.0249
multi-input combinational	51	508	0.307
sequential	20	581	0.351
tap	108	135	0.0816
[flip-flops by register name, indices dropped and copies added (netlist names)]
signal	count
RF.regs	16
PC.pc	4
[cell usage after synthesis (2+ instances only)]
library cell and count:
edfxtp_1 16, ha_1 11, inv_1 10, mux2i_1 6
nor2_1 6, buf_4 4, dfrtp_1 4, a21oi_1 3
mux4_1 3, nand2_1 3, xnor2_1 3, nor2b_1 2
nor4_1 2, xor2_1 2
[metal layers]
layer  track usage  up-vias  wire length (um)
li1              -      367                 -
met1        0.0479      377              1160
met2        0.0826       16              1610
met3        0.0132        5               146
met4       0.00578        0                48
met5             0        -                 0
[metrics by stage]
step,util,hold slack [ns]
detailed placement,0.180,0.470
global route,0.189,0.510
global placement,0.180,0.467
finish,0.189,0.478
CTS,0.189,0.485
floorplan,-,0.425
[cells in the final DEF (no fill, tap or decap), drive strengths merged, types with 4 or more instances in the layout]
master         instances
edfxtp                16
inv                   10
ha                    11
clkdlybuf4s50         30
nor2                   6
mux2i                  6
mux4                   4
dfrtp                  4
[what timing repair did]
item                       in CTS  in global routing
hold buffers                    0                  0
hold endpoints to repair        0                  0
gates resized                   0                  1
buffers inserted                0                  0
setup endpoints to repair       0                  4
[worst max-delay path, cell delays in order, from the launching register on]
cell and delay [ns]:
dfrtp_1 0.46, inv_1 0.20, ha_2 0.31, mux2i_1 0.28, a22o_1 0.21, ha_1 0.23, inv_1 0.09, ha_1 0.22
nor2b_1 0.13, o21ai_0 0.20, nor3b_2 0.28, nor4_1 0.10, nor4_2 0.40
[logic make-up (layout without fill, tap and decap cells)]
family / after synthesis / after routing / synth area share
AOI/OAI and AO/OA: 7 / 7 / 0.0409
xor gates and xnor gates: 5 / 5 / 0.0377
adders and majority gates: 12 / 12 / 0.136
buffers and inverters: 16 / 47 / 0.0657
DFF: 20 / 20 / 0.499
muxes: 10 / 10 / 0.139
and+or+nand+nor: 17 / 17 / 0.0818
[power groups by stage]
stage / clock, mW / combinational (mW) / sequential (mW)
after global routing: 0.237 / 0.00213 / 0.240
after CTS: 0.224 / 0.00195 / 0.240
final: 0.219 / 0.00192 / 0.240
[path summary, 6_finish.rpt]
| kind | slack, ns | startpoint | end |
|---|---|---|---|
| max | 0.36 | PC.pc[0] | RF.regs[0][3] |
| min | 0.48 | PC.pc[3] | PC.pc[3] |
| max reg2reg | 0.36 | PC.pc[0] | RF.regs[0][3] |
| min reg2reg | 0.48 | PC.pc[3] | PC.pc[3] |
| max in group asynchronous | 2.89 | reset | PC.pc[1] |
| min in group asynchronous | 0.66 | reset | PC.pc[3] |
Power and IR drop assume default switching activity.
